$ cat design/flow/config.mk
export PLATFORM = sky130hd
export DESIGN_NAME = MUX
export DESIGN_NICKNAME = MUX
export VERILOG_FILES = /design/flow/design.v
export SDC_FILE = /design/flow/constraint.sdc
export NUM_CORES = 4
export LEC_CHECK = 1
export CORE_AREA = 10 10 70 70
export DIE_AREA = 0 0 80 80
$ cat design/flow/constraint.sdc
current_design MUX

set clk_period 1.7
set clk_io_pct 0.2

create_clock -name clk0 -period $clk_period

set non_clock_inputs [all_inputs -no_clocks]
set_input_delay [expr $clk_period * $clk_io_pct] -clock clk0 $non_clock_inputs
set_output_delay [expr $clk_period * $clk_io_pct] -clock clk0 [all_outputs]
$ cat design/flow/design.v
`timescale 1ns / 1ps
module MUX(cmsrc,R0,R1,R2,R3,R4,R5,R6,MEMCEE,muxout);
input wire [2:0] cmsrc;
input wire [7:0] R0;
input wire [7:0] R1;
input wire [7:0] R2;
input wire [7:0] R3;
input wire [7:0] R4;
input wire [7:0] R5;
input wire [7:0] R6;
input wire [7:0] MEMCEE;
output reg [7:0] muxout;
reg [7:0] muxy;
always@(*)
begin
    case(cmsrc)
     3'h0: muxy=R0;
     3'h1: muxy=R1;
     3'h2: muxy=R2;
     3'h3: muxy=R3;
     3'h4: muxy=R4;
     3'h5: muxy=R5;
     3'h6: muxy=R6;
     3'h7: muxy=MEMCEE;
     endcase
muxout = muxy;
end
endmodule
$ cat design/flow/run.sh
#!/bin/bash
# OpenROAD 26Q1-2900-gdf79404cd8, Yosys 0.63+post, stock flow scripts
make -C /OpenROAD-flow-scripts/flow DESIGN_CONFIG=/design/flow/config.mk WORK_HOME=/design/flow/orfs finish
==> summary.txt <==
yosys + openroad results -> Commonest Layout Cell=dlygate4sd2_1, DRC violations left=0, gr usage total=8.590%, largest net degree at the start of global routing=10, Clock power frac=0%, final instance count without filler cells=167, DRT Pass-1 Iters=4, critical path endpoint category=output port, failing checks=negative setup slack, maximum VDD drop=0.08435 mV, NetSw=0.08436 mW, syn_area_per_cell=14.57 sq um, Yosys warning count=1, DPL Wire Length=2246 um, Cell Rows=21, Vias=729, cells after synthesis=39, count of clock buffers in the final design=0, arrival time worst endpoint=1.52 ns, Min-Delay Path Class=in -> out, Setup WS pre-CTS=-0.9144 ns, FMAX=539.0 MHz, setup ws final=-0.1554 ns, Post-CTS Hold Fix Bufs=0, layout cells sized above 1=38.84%, Initial DRC Count=30, Req. time, crit path=1.36 ns, Leak Pwr=0.6683 nW, Area Overhead vs Synth=149.1%, first-pass GRT wire length=4450 um, Hold Vio Cnt, Final=0, met3 usage=3.864%, routed length per instance=16.94 um, port bufs=75, status=complete, but fails checks, vias per cell=4.365, # IOs=75, post-synth design cell area=568.0 sq um, ant diodes=0, endpoints failing setup=8, Final period util=109.1%, Worst setup SP type=primary input, routability cong.=0.7405, OpenROAD warnings=34, area reported by Yosys stat=568.0 sq um, DRT antenna net count=0, GRT overflow=0, chip area=6400 sq um, met1 Track Usage GR=11.22%, Slew HR=78.70%, RSZ-0062 raised after global routing=yes, # Cells Yosys=39, hold slack=1.278 ns, register area=0 sq um, Slew Limit Fails=0, Post-Route WL=2829 um, Seq pwr share=0%, met2 GRT Util=13.64%, Post-synth seq share=0%, DIE HEIGHT=80 um, Worst Max-Slew Pin Slew=0.3195 ns, initial antenna violation count=0, power per cell area=228.0 nW/um^2, top logic cells by instance count in the layout=dlygate4sd2_1, mux4_2, buf_2, mux2_4, clkdlybuf4s50_1, fin crit period=1.855 ns, vias in the first global route=899, distinct cell type count after synthesis=17, total of max-cap violations=0, Die W=80 um, worst-path fanout max=4, Internal=0.2383 mW, total core area=3416 sq um, # fillers=359, combinational power share=100.0%, switch share=26.14%, FP Util=16.63%, gr busiest metal=met2, registers=0, Post-Place Cells=161, Crit Path Class=in -> out
[power groups by stage]
stage	clock, mW	sequential, mW	combinational (mW)
after CTS	0	0	0.322
after global routing	0	0	0.348
final	0	0	0.323
[through the flow]
stage | utilization, % | instance area, sq um | power (mW) | TNS, ns
final | 41.43 | 1415 | 0.3227 | -0.9633
after global routing | 41.43 | 1415 | 0.3484 | -1.244
after CTS | 40.92 | 1398 | 0.3217 | -1.059
after detailed placement | 41.28 | 1410 | 0.3298 | -7.178
after global placement | 41.28 | 1410 | 0.3261 | -7.116
after floorplan | - | 568.0 | 0.1057 | 0
[per-layer routing]
metal,up-vias,wire (um),share of wire (%)
li1,342,-,-
met1,341,1204,43
met2,46,1298,46
met3,0,326,12
met4,0,0,0
met5,-,0,0
[critical path, cell delays in order]
cell	delay (ns)
buf_8	0.09
buf_16	0.11
buf_8	0.11
mux4_2	0.49
mux2_4	0.27
buf_2	0.11
[path summary, 6_finish.rpt]
kind	start	to	slack [ns]	cells after the start
max	cmsrc[0]	muxout[5]	-0.16	6
min	R4[2]	muxout[2]	1.28	5
[layout make-up]
class              count  area [sq um]  share of cell area (%)
multi-input cells     33         528.0                   37.31
repair buffers        87         825.8                   58.36
well taps             46         57.56                   4.067
inverters              1         3.754                  0.2653
[cells in the mapped netlist (all sizes together), types with 3 or more instances]
master  count  share of area [%]
mux2i       3                5.3
mux2        7                 14
mux4       14                 63
buf         4                5.7
[timing repair]
action	in CTS	in global routing
gates cloned	2	0
pin swaps	3	0
buffers inserted	4	0
endpoints found under the setup margin	8	8
resized	123	4
[cell families after synthesis]
group	after synthesis	share of synthesized area, %
muxes	24	82.60
and+or+nand+nor	4	4.405
AOI/OAI and AO/OA	5	5.948
buffers and inverters	6	7.047
Power figures rest on the tool's default switching activity, not on a simulated workload.
