==> flow/design.v <==
`timescale 1ns / 1ps
module Compare(CEE,Lit,CEENZ);
    input wire [7:0] CEE;
    input wire [7:0] Lit;
    output reg CEENZ;
    always@(*)
    begin
    if(CEE==Lit) 
            begin
            CEENZ=1'b1;
            end
    else 
            begin
            CEENZ=1'b0;
            end
    end
endmodule
==> flow/run.sh <==
#!/bin/bash
# OpenROAD 26Q1-2900-gdf79404cd8, Yosys 0.63+post, stock flow scripts
make -C /OpenROAD-flow-scripts/flow DESIGN_CONFIG=/design/flow/config.mk WORK_HOME=/design/flow/orfs finish
==> flow/config.mk <==
export PLATFORM = sky130hd
export DESIGN_NAME = Compare
export DESIGN_NICKNAME = Compare
export VERILOG_FILES = /design/flow/design.v
export SDC_FILE = /design/flow/constraint.sdc
export NUM_CORES = 4
export LEC_CHECK = 1
export CORE_AREA = 10 10 70 70
export DIE_AREA = 0 0 80 80
==> flow/constraint.sdc <==
current_design Compare

set clk_period 1.0
set clk_io_pct 0.2

create_clock -name clk0 -period $clk_period

set non_clock_inputs [all_inputs -no_clocks]
set_input_delay [expr $clk_period * $clk_io_pct] -clock clk0 $non_clock_inputs
set_output_delay [expr $clk_period * $clk_io_pct] -clock clk0 [all_outputs]
==> results.json <==
{
  "post_cts_buffers": 0,
  "synth_area_per_cell_um2": 7.848,
  "hold_path.class": "input port to output pin",
  "grtUsageMet3_pct": 0.4545,
  "top_cells_by_area": "xnor2_1 (81%), nand4_1 (14%), nor2_1 (4.3%)",
  "yosys_area_um2": 86.33,
  "avgRoutedWirePerCell_um": 6.405,
  "cp.buffers_inverters": 2,
  "setup_viol": 0,
  "sw_frac_of_total_pct": 31.53,
  "startpoint": "CEE[0]",
  "drtIter0Drc": 0,
  "maxSlewHeadroom_pct": 90.17,
  "port_buffers": 17,
  "final-seq-area_um2": 0,
  "comb_power_share_pct": 100.0,
  "p_switching_uw": 31.91,
  "ant_nets": 0,
  "layout_min_cycle_time_ns": 0.9605,
  "overflow": 0,
  "p_int_uw": 69.31,
  "cellLeakagePower_uw": 0.0001256,
  "endpoint": "CEENZ",
  "lay_top_count": "buf_2",
  "fillerInstances": 408,
  "busiest_layer": "met2",
  "ir_worst_vdd_v": 0.00004983,
  "slowest_stage": "xnor2_2",
  "grt_pass1_wl_um": 703,
  "use_met2_pct": 2.648,
  "die_w_um": 80,
  "drv_cap": 0,
  "critPathTopFamily": "simple AND/OR/NAND/NOR gates",
  "syn_inst": 11,
  "layout-drive-gt1-share_pct": 78.57,
  "grt_max_degree": 2,
  "antenna_found_initial": 0,
  "path_cells": "buf_6 -> xnor2_2 -> nand4_1 -> nor2_1 -> buf_2",
  "cp.depth": 5,
  "ios": 17,
  "drcViolationCount": 0,
  "wl_um": 474,
  "report.final.hold_viol_count": 0,
  "status": "complete, no violations",
  "die-area_mm2": 0.006400,
  "ys_warn_count": 1,
  "clockBufferCount": 0,
  "crit_arrival_ns": 0.76,
  "design.seq.count": 0,
  "place_ws_ns": -0.7665,
  "fp_util_pct": 2.527,
  "min_path_cells": 5,
  "drtPass1Iterations": 1,
  "top_cell_area_share_pct": 81.16,
  "vias": 131,
  "cp_max_fo": 1,
  "cp-start-kind": "input port",
  "crit_path_max_incr_delay_ns": 0.16,
  "seqPwrFrac_pct": 0,
  "criticalPathCategory": "input port to output pin",
  "grt_setup_unrepaired": "yes",
  "core.rowCount": 21,
  "final_cell_area_um2": 297.8,
  "netlist_area_um2": 86.33,
  "core_region_area_mm2": 0.003416,
  "postPlaceCellArea_um2": 314.1,
  "finalPower_uw": 101.2,
  "grt_pass1_vias": 136,
  "netlist-cell-type-count": 3,
  "timing.final.ws_setup_ns": 0.03947,
  "cp_data_required_time_ns": 0.80,
  "max_freq_mhz": 1041,
  "diodes": 0,
  "met1_usage_pct": 1.386,
  "cp-end-kind": "output pin",
  "tool_warnings": 33,
  "gp_congestion": 0.7409,
  "viasPerCell": 1.770,
  "grt.total_usage_pct": 1.340,
  "area_growth_pct": 244.9,
  "ys_cells": 11,
  "power.density_mw_per_mm2": 339.9,
  "lay_top_cells": "buf_2 (12), xnor2_2 (5), buf_6 (5), xnor2_1 (3), nand4_1 (2)",
  "postSynthSeqShare_pct": 0,
  "top_area_cell": "xnor2_1",
  "tightest_slew_ns": 0.1467,
  "p_clk_share_pct": 0,
  "die-height_um": 80,
  "finalMaxSlewViolations": 0,
  "finalClockPeriodUsage_pct": 96.05
}
-- synth_stat cells --
master	number
nor2_1	1
nand4_1	2
xnor2_1	8
-- power by group through the flow --
stage | Combinational (uW) | Sequential [uW] | Clock [uW]
final | 101 | 0 | 0
after CTS | 78.5 | 0 | 0
after global routing | 109 | 0 | 0
-- cell type report --
class                      instances  area, um^2  share of cell area, %
multi-input combinational         11       123.9                  41.60
tap                               46       57.56                  19.33
timing repair buffer              17       116.4                  39.08
-- repair_timing --
| action | CTS | global route |
|---|---|---|
| gates resized | 62 | 8 |
| hold buffers | 0 | 0 |
| pin swaps | 11 | 5 |
| endpoints found under the setup margin | 1 | 1 |
-- stage by stage --
step	util [%]	cells	hold slack [ns]	TNS, ns
after floorplan	-	11	0.5147	0
after global placement	9.194	74	1.433	-0.7443
after detailed placement	9.194	74	1.443	-0.7665
after CTS	7.106	74	0.7576	0
after global routing	8.718	74	0.7760	-0.02884
final	8.718	74	0.7487	0
-- worst min path at each step --
stage | endpoint | startpoint
4_1_cts | CEENZ | Lit[5]
5_1_grt | CEENZ | Lit[5]
6_report | CEENZ | Lit[5]
-- routing by layer --
metal | wire, um | share of wire (%) | vias to the layer above
li1 | - | - | 71
met1 | 157 | 33 | 53
met2 | 253 | 53 | 7
met3 | 63 | 13 | 0
met4 | 0 | 0 | 0
met5 | 0 | 0 | -
-- kinds of logic (layout without fill, tap and decap cells) --
| family | count (synthesis) | in the layout | synth area share [%] |
|---|---|---|---|
| xor gates and xnor gates | 8 | 8 | 81.16 |
| buffers and inverters | 0 | 17 | 0 |
| and+or+nand+nor | 3 | 3 | 18.83 |
No activity file was given, so power comes from the tool's default toggle rates.
